<file path="constraint.sdc">
current_design QuantityChecker

set clk_period 1.2
set clk_io_pct 0.2

create_clock -name clk0 -period $clk_period

set non_clock_inputs [all_inputs -no_clocks]
set_input_delay [expr $clk_period * $clk_io_pct] -clock clk0 $non_clock_inputs
set_output_delay [expr $clk_period * $clk_io_pct] -clock clk0 [all_outputs]
</file>
<file path="run.sh">
#!/bin/bash
# OpenROAD 26Q1-2900-gdf79404cd8, Yosys 0.63+post, stock flow scripts
make -C /OpenROAD-flow-scripts/flow DESIGN_CONFIG=/design/flow/config.mk WORK_HOME=/design/flow/orfs finish
</file>
<file path="design.v">
module Comparator#(parameter numOfBit = 10)(DataIn0, DataIn1, isEqual);
  input [numOfBit-1:0]DataIn0;
  input [numOfBit-1:0]DataIn1;
  output isEqual; 
  supply0 ground;
  supply1 power;
  wire [numOfBit-2:0]EQ;
  wire [numOfBit-2:0]GT;
  wire [numOfBit-2:0]LT;
  Comparator_1bit Comparator_1bit_inst0(.DataIn0(DataIn0[0]), .DataIn1(DataIn1[0]), 
                                        .GT_In(ground), .LT_In(ground), .EQ_In(power) , 
                                        .GT_Out(GT[0]), .LT_Out(LT[0]), .EQ_Out(EQ[0]));
  Comparator_1bit Comparator_1bit_last (.DataIn0(DataIn0[numOfBit-1]), .DataIn1(DataIn1[numOfBit-1]), 
                                        .GT_In(GT[numOfBit-2]), .LT_In(LT[numOfBit-2]), .EQ_In(EQ[numOfBit-2]) , 
                                        .GT_Out(), .LT_Out(), .EQ_Out(isEqual));                                     
  genvar i;
  generate
    for (i=1; i< numOfBit - 1; i=i+1) begin : generate_comparator
        Comparator_1bit Comparator_1bit_inst (.DataIn0(DataIn0[i]), .DataIn1(DataIn1[i]), 
                                        .GT_In(GT[i-1]), .LT_In(LT[i-1]), .EQ_In(EQ[i-1]) , 
                                        .GT_Out(GT[i]), .LT_Out(LT[i]), .EQ_Out(EQ[i]));
  end 
  endgenerate
  endmodule
module Comparator_1bit(DataIn0, DataIn1, GT_In, LT_In, EQ_In , GT_Out, LT_Out, EQ_Out);
  input DataIn0, DataIn1, GT_In, LT_In, EQ_In;
  output GT_Out, LT_Out, EQ_Out;
  wire and1_eq, and2, and3_eq, and4_gt, and5_gt, and6_gt, and7_lt, and8_lt, and9_lt;
  wire not1, not_DataIn1, not_DataIn0;
not n1 (not_DataIn0, DataIn0);  
not n2 (not_DataIn1, DataIn1);
and a1 (and1_eq, DataIn0, DataIn1, EQ_In);
and a2 (and2, DataIn0, DataIn1);
and a3 (and3_eq, not_DataIn1, not_DataIn0, EQ_In);
or o1 (EQ_Out, and1_eq, and3_eq);
and a4 (and4_gt, DataIn0, not_DataIn1);
and a5 (and5_gt, DataIn0, GT_In);
and a6 (and6_gt, not_DataIn1, GT_In);
or o2 (GT_Out, and4_gt, and5_gt, and6_gt);
and a7 (and7_lt, not_DataIn0, DataIn1);
and a8 (and8_lt, DataIn1, LT_In);
and a9 (and9_lt, not_DataIn0, LT_In);
or o3 (LT_Out, and7_lt, and8_lt, and9_lt);
endmodule
module QuantityChecker #(parameter numOfBit = 10)(DataIn0, DataIn1, isFull, isEmpty);
  input [numOfBit-1:0]DataIn0;
  input [numOfBit-1:0]DataIn1;
  output isFull; 
  output isEmpty; 
  wire isEqual, xor1, not_xor1;
Comparator#(.numOfBit(numOfBit-1)) Comparator_inst0(.DataIn0(DataIn0[numOfBit-2:0]), .DataIn1(DataIn1[numOfBit-2:0]), .isEqual(isEqual));
  xor x1 (xor1, DataIn0[numOfBit-1], DataIn1[numOfBit-1]);
  not n1 (not_xor1, xor1);
  and a1 (isEmpty, isEqual, not_xor1);
  and a2 (isFull, isEqual, xor1);
endmodule
</file>
<file path="config.mk">
export PLATFORM = sky130hd
export DESIGN_NAME = QuantityChecker
export DESIGN_NICKNAME = QuantityChecker
export VERILOG_FILES = /design/flow/design.v
export SDC_FILE = /design/flow/constraint.sdc
export NUM_CORES = 4
export LEC_CHECK = 1
export CORE_AREA = 10 10 70 70
export DIE_AREA = 0 0 80 80
</file>
==> summary.txt <==
impl run done, here's what came out: Total Routed Length 733 um, synthesized instance count 17, Max-area cell share 0.485, register area 0 um2, final tally of max-slew violations 0, Net Sw Power 40.6 uW, fp_density 0.0370, pre-CTS setup slack -959 ps, synth top area cells xnor2_1 (49%), nor4_1 (9.9%), a221o_1 (7.9%), nand3_1 (7.9%), o221ai_1 (6.9%), part of the power in registers 0, GRT Util Overall 0.0213, Finish-stage setup viols 2, maxcap violations 0, Setup crit start kind input pin, fill cell count about 410, Setup WS post-layout -106 ps, RSZ-0062 raised after global routing yes, crit path time final 1310 ps, mapped cell area between 100 and 150 um2, first-pass GRT wire length between 1000 and 1500 um, RePlAce Congestion roughly 0.74, IO Port Bufs 22, DRT antenna net count 0, share of total power in the clock network 0, post-layout power between 90 and 100 uW, Tool Warnings 34, flip-flops 0, global route overflow 0, drt drc 0, Worst Tran Pin Value about 200 ps, Avg Inst Size Synth around 7.4 um2, # IOs 22, critical path peak fanout 2, vias per cell about 2.3, sequential area share after synthesis 0, HP Class in -> out, power share of the combinational group 1.000, drt wl/cell 8.62 um, Power Dens Cells slightly below 300 nW/um2, YS chip area roughly 130 um2, # diodes 0, CP Data Required Time 960 ps, # rows 21, status complete, but fails checks, Post-CTS Hold Buffers 0, WHS between 800 and 900 ps, Slew HR 0.863, clock buffer count 0, post-synth top area cell xnor2_1, maximum clock rate roughly 0.77 GHz, violations in the final reports setup timing, critical setup path kind in -> out, number of global-route vias before repair about 220, initial antenna violation count 1, most common logic cells in the final layout buf_2 (20), xnor2_1 (4), xnor2_2 (3), Syn. warnings 0, Leak ~0.00014 uW, drt pass-1 iters 3, Synth-to-Final Area Change 165%, DIE HEIGHT approximately 80 um, total internal power 57.9 uW, Crit path arrival time 1070 ps, Setup crit end kind primary output, Unique cell types 8, worst vdd ir 0.0436 mV, Die Wd approximately 80 um, yosys cell count 17, Detailed Route Iter0 Violations 13, Tcrit/Tclk final 1.09, fraction of layout cells with a size suffix above 1 0.744, largest net degree at the start of global routing 3, Sw Ratio 0.412, most instantiated logic cell after routing buf_2, total number of vias 195, Final Hold Fails 0, core box area 3420 um2, Die Size roughly 6400 um2
[path summary, 6_finish.rpt]
| kind | start | end | slack, ps | depth (start not counted) |
|---|---|---|---|---|
| max | DataIn0[7] | isEmpty | -110 | 5 |
| min | DataIn1[2] | isFull | 870 | 5 |
[kinds of logic (layout without fill, tap and decap cells)]
| family | Yosys count | count (layout) | share of synthesized area |
|---|---|---|---|
| and+or+nand+nor | 5 | 5 | 0.238 |
| xor gates and xnor gates | 8 | 8 | 0.554 |
| buffers and inverters | 2 | 24 | 0.0594 |
| AOI/OAI and AO/OA | 2 | 2 | 0.149 |
[layer usage]
metal | track usage | vias up | share of wire
li1 | - | 106 | -
met1 | 0.0265 | 76 | 0.43
met5 | 0 | - | 0
met3 | 0.0136 | 0 | 0.16
met2 | 0.0321 | 13 | 0.41
met4 | 0 | 0 | 0
[synth_stat cells]
| cell type | count |
|---|---|
| inv_1 | 2 |
| xor2_1 | 1 |
| a221o_1 | 1 |
| o221ai_1 | 1 |
| nand3b_1 | 1 |
| nor4_1 | 2 |
| xnor2_1 | 7 |
| nand3_1 | 2 |
[power by group through the flow]
stage | clock network, uW | registers [uW] | logic (uW)
4_1_cts | 0 | 0 | 101
5_1_grt | 0 | 0 | 108
6_report | 0 | 0 | 98.4
[worst max-delay path: stages]
cell and delay [ps]:
buf_6 90, xor2_1 150, a221o_1 290, nor4_1 160
buf_2 140
[through the flow]
step	setup TNS, ps	std cells	util	cell area (um2)
global placement	-1800	85	0.118	404
CTS	-229	85	0.0996	340
global route	-379	85	0.0982	335
floorplan	0	17	-	126
detailed placement	-1860	85	0.118	404
finish	-200	85	0.0982	335
[cell type report]
cell class / instances / area [um2] / area share
inverter: 2 / 7.51 / 0.0224
multi-input combinational: 15 / 154 / 0.459
tap: 46 / 57.6 / 0.172
timing repair buffer: 22 / 116 / 0.347
[repair_timing]
item                                    4_1_cts  5_1_grt
gates resized                                84        1
pin swaps                                    13        1
hold endpoints to repair                      0        0
endpoints found under the setup margin        2        2
buffers inserted                              0        0
No activity file was given, so power comes from the tool's default toggle rates.
