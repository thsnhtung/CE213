==> flow/design.v <==
module RegisterFile #(parameter num_bit_of_data = 8, num_bit_of_column = 4)(CLK, WE, In_Addr, Data_in, Out_Addr1, Out_Addr2, Data_out1, Data_out2);
  input [num_bit_of_column-1:0]In_Addr;
  input [num_bit_of_data-1:0]Data_in;
  input [num_bit_of_column-1:0]Out_Addr1;
  input [num_bit_of_column-1:0]Out_Addr2;
  input WE, CLK;
  output [num_bit_of_data-1:0]Data_out1;
  output [num_bit_of_data-1:0]Data_out2;
	reg [num_bit_of_data-1:0] rom[2**num_bit_of_column-1:0];
  assign Data_out1 = rom[Out_Addr1];
  assign Data_out2 = rom[Out_Addr2];  
	always @(negedge CLK) begin
	  if (WE == 1) 
	    begin
	      rom[In_Addr] = Data_in;
	    end      
	end
endmodule
==> flow/run.sh <==
#!/bin/bash
# OpenROAD 26Q1-2900-gdf79404cd8, Yosys 0.63+post, stock flow scripts
make -C /OpenROAD-flow-scripts/flow DESIGN_CONFIG=/design/flow/config.mk WORK_HOME=/design/flow/orfs finish
==> flow/config.mk <==
export PLATFORM = sky130hd
export DESIGN_NAME = RegisterFile
export DESIGN_NICKNAME = RegisterFile
export VERILOG_FILES = /design/flow/design.v
export SDC_FILE = /design/flow/constraint.sdc
export NUM_CORES = 4
export LEC_CHECK = 1
export CORE_UTILIZATION = 40
==> flow/constraint.sdc <==
current_design RegisterFile

set clk_period 2.7
set clk_io_pct 0.2

create_clock -name clk0 -period $clk_period [get_ports {CLK}]

set non_clock_inputs [all_inputs -no_clocks]
set_input_delay [expr $clk_period * $clk_io_pct] -clock clk0 $non_clock_inputs
set_output_delay [expr $clk_period * $clk_io_pct] -clock clk0 [all_outputs]
==> results.sh <==
# physical design summary
export IMPL_yosysTopAreaCellShare_pct=63.8
export IMPL_worstPathArrival_ns=3.16
export IMPL_p_leak_uw=0.00332
export IMPL_portBuffers=37
export IMPL_ys_seq_share_pct=63.8
export IMPL_cts_hold_buf=0
export IMPL_antenna_found_initial=0
export IMPL_violations="negative setup slack"
export IMPL_syn2layout_area_growth_pct=38.9
export IMPL_place_congestion=0.815
export IMPL_rsz0062_at_grt="yes"
export IMPL_ys_area_um2=6030
export IMPL_clock_tree_root_cell="clkbuf_16"
export IMPL_met2WireLength_mm=7.04
export IMPL_grt_pass1_vias=4460
export IMPL_drv_cap=0
export IMPL_place_area_um2=7280
export IMPL_crit_type="reg2out"
export IMPL_placementRows=44
export IMPL_io_pins=38
export IMPL_synth_area_leader_cell="edfxtp_1"
export IMPL_tightest_slew_ns=1.16
export IMPL_grt_max_degree=21
export IMPL_track_usage_pct=21.6
export IMPL_dp_hpwl_mm=9.24
export IMPL_clockBufferDepth=2
export IMPL_cts_setup_buffers=0
export IMPL_synthTopCellsByArea="edfxtp_1, mux4_2, mux4_1, a22oi_1, buf_6"
export IMPL_ys_flops=128
export IMPL_vias=3803
export IMPL_num_fill_cells=1089
export IMPL_antenna_cells=0
export IMPL_grt_first_pass_wirelength_mm=22.4
export IMPL_vias_per_cell=5.31
export IMPL_slew_headroom_pct=22.6
export IMPL_worstPathMaxFanout=2
export IMPL_hold_class="in2out"
export IMPL_numCtsBuffers=17
export IMPL_finalHoldViolations=0
export IMPL_final_setup_viol_count=16
export IMPL_warning_count=156
export IMPL_fp_util_pct=41.2
export IMPL_whs_path_depth=6
export IMPL_finalWorstSetupSlack_ns=-1.00
export IMPL_synth_distinct_cells=21
export IMPL_grt_overflow=0
export IMPL_cts_sink_count=128
export IMPL_first_pass_iters=23
export IMPL_htreeDepth=4
export IMPL_largest_reg_flops=128
export IMPL_ys_cells=292
export IMPL_top_layer="met4"
export IMPL_wl_mm=14.2
export IMPL_startpoint_type="register"
export IMPL_core_um2=14600
export IMPL_drive_gt1_share_pct=42.7
export IMPL_synth_avg_cell_area_um2=20.6
export IMPL_synthCells=292
export IMPL_end_kind="output port"
export IMPL_synth_cell_area_um2=6030
export IMPL_irDropWorstVdd_uv=463
export IMPL_whs_ns=1.86
export IMPL_wl_met3_mm=1.84
export IMPL_cp_required_ns=2.16
export IMPL_p_total_uw=5660
export IMPL_status="finished, violations left"
export IMPL_dieArea_um2=15600
export IMPL_die_height_um=125
export IMPL_first_iter_violations=198
export IMPL_yosysWarnings=1
export IMPL_power_density_nw_per_um2=676
export IMPL_wl_per_cell_um=19.8
export IMPL_met1_length_mm=5.12
export IMPL_drc=0
export IMPL_pre_cts_slack_ns=-0.912
export IMPL_die_w_um=125
export IMPL_final_area_um2=8370
export IMPL_ant_nets=0
export IMPL_slew_viol_final=0
export IMPL_cts_tree="yes"
export IMPL_clkSlewWorstSetupHoldPaths_ns=0.03
-- stage by stage --
step,TNS (ns),std cells,util [%]
after floorplan,-19.45,292,-
after detailed placement,-107.43,557,49.7
after global routing,-15.95,716,57.2
after CTS,-15.20,716,57.0
after global placement,-106.09,557,49.7
final,-14.55,716,57.2
-- final cells by class --
type	count	area, um^2	share of cell area (%)
clock buffers	17	425	5.08
clock inverters	143	633	7.56
multi-input cells	143	2220	26.5
flip-flops and latches	128	3840	45.9
well taps	184	230	2.75
repair buffers	101	1020	12.2
-- timing repair --
action	4_1_cts	5_1_grt
endpoints found under the setup margin	144	16
resized	86	9
cloned	0	0
pin swaps	28	17
-- logic make-up (layout without fill, tap and decap cells) --
group           count (synthesis)  in the layout  share of synthesized area, %
flops                         128            128                          63.8
buf+inv                        21            261                          2.91
compound gates                 32             32                          3.99
simple gates                   47             47                          3.61
mux                            64             64                          25.7
-- placed cells by master, fill, tap and decap left out, types with 14 or more instances in the layout --
cell,synthesis,layout
a22oi_2,0,27
buf_12,0,22
buf_2,5,21
buf_4,2,42
clkbuf_16,0,17
clkdlybuf4s50_1,0,14
edfxtp_1,128,128
inv_1,1,128
mux4_2,34,56
-- cells in the mapped netlist, drive strengths merged --
master	n
nor3	4
nor2	14
nand3b	2
nand2	17
nand2b	2
inv	1
and2b	2
nor2b	2
buf	14
mux4	64
and2	2
a22oi	32
nand3	1
or3b	1
clkdlybuf4s25	6
edfxtp	128
-- report_power, final --
| part | internal [uW] | total, uW | leakage [uW] | switching [uW] |
|---|---|---|---|---|
| Sequential | 2250 | 2260 | 0.00116 | 15.1 |
| Clock | 1550 | 2910 | 0.000973 | 1350 |
| Combinational | 258 | 494 | 0.00119 | 235 |
| Total | 4060 | 5660 | 0.00332 | 1600 |
-- per-layer routing --
layer / track usage, % / vias to the layer above
met5: 0 / -
met4: 6.90 / 0
met3: 16.6 / 16
met2: 31.0 / 213
met1: 25.7 / 1832
li1: - / 1742
-- critical path: stages (launching register included) --
cell and delay (ns):
edfxtp_1 0.37, mux4_4 0.61, a22oi_2 0.21, nand2_1 0.07, buf_2 0.11
-- worst paths after layout --
| check | endpoint | slack [ns] | from |
|---|---|---|---|
| setup / recovery | Data_out1[0] | -1.0 | rom[3][0] |
| hold / removal | Data_out1[2] | 1.86 | Out_Addr1[0] |
No activity file was given, so power comes from the tool's default toggle rates.
