--- flow/run.sh ---
#!/bin/bash
# OpenROAD 26Q1-2900-gdf79404cd8, Yosys 0.63+post, stock flow scripts
make -C /OpenROAD-flow-scripts/flow DESIGN_CONFIG=/design/flow/config.mk WORK_HOME=/design/flow/orfs finish
--- flow/config.mk ---
export PLATFORM = sky130hd
export DESIGN_NAME = Traffic_light_system
export DESIGN_NICKNAME = Traffic_light_system
export VERILOG_FILES = /design/flow/design.v
export SDC_FILE = /design/flow/constraint.sdc
export NUM_CORES = 4
export LEC_CHECK = 1
export CORE_AREA = 10 10 70 70
export DIE_AREA = 0 0 80 80
--- flow/constraint.sdc ---
current_design Traffic_light_system

set clk_period 1.6
set clk_io_pct 0.2

create_clock -name clk0 -period $clk_period [get_ports {CLK}]

set non_clock_inputs [all_inputs -no_clocks]
set_input_delay [expr $clk_period * $clk_io_pct] -clock clk0 $non_clock_inputs
set_output_delay [expr $clk_period * $clk_io_pct] -clock clk0 [all_outputs]
--- flow/design.v ---
module Traffic_light #(parameter num_of_bit = 4, parameter green_yellow_ratio = 4 )(CLK, Reset, Set, Red, Yellow, Green);
  input Set, Reset, CLK;
  output Red, Yellow, Green;
  wire [num_of_bit-1:0] wire_State;
  counter #(.num_of_bit(num_of_bit), .green_yellow_ratio(green_yellow_ratio)) counter_inst0(.CLK(CLK), 
                                                                  .Reset(Reset), .Set(Set), .State(wire_State));
  decoder #(.num_of_bit(num_of_bit), .green_yellow_ratio(green_yellow_ratio)) decoder_inst0(.State(wire_State), .Red(Red), .Yellow(Yellow), .Green(Green));
endmodule
module Traffic_light_system(CLK, Reset, Red_1, Yellow_1, Green_1, Red_2, Yellow_2, Green_2);
  parameter num_of_bit = 4; 
  parameter green_yellow_ratio = 3;
  input  CLK;
  input Reset;
  output Red_1, Yellow_1, Green_1, Red_2, Yellow_2, Green_2;
  supply0 ground;
  Traffic_light #(.num_of_bit(num_of_bit), .green_yellow_ratio(green_yellow_ratio)) Traffic_light_inst0(.CLK(CLK), .Reset(Reset), .Set(ground),
                                                                                                       .Red(Red_1),. Yellow(Yellow_1), .Green(Green_1));
  Traffic_light #(.num_of_bit(num_of_bit), .green_yellow_ratio(green_yellow_ratio)) Traffic_light_inst1(.CLK(CLK), .Reset(ground), .Set(Reset),
                                                                                                       .Red(Red_2),. Yellow(Yellow_2), .Green(Green_2));     
endmodule
module counter#(parameter num_of_bit = 4, parameter green_yellow_ratio = 2 )(CLK, Reset, Set, State);
  input CLK;
  input Reset;
  input Set;
  output reg [num_of_bit-1:0]State;
  parameter red_delay = 2**num_of_bit / 2;
  parameter yellow_delay = red_delay/(green_yellow_ratio+1);
  parameter green_delay = yellow_delay * green_yellow_ratio;
  reg [num_of_bit-1:0]Buffer;
  always @(posedge CLK) begin
    if (Reset == 0 && Set == 0)
      State = State + 1 ; 
	 else
		State = Buffer;
  end
  always @(Reset or Set) begin
    if (Reset == 0 && Set == 1)
      Buffer  =  red_delay;
    else if (Reset == 1 && Set == 0)
      Buffer  = 0;     
  end
  endmodule
module decoder#(parameter num_of_bit = 4, parameter green_yellow_ratio = 2 )(State, Red, Yellow, Green);
  parameter red_delay = 2**num_of_bit / 2;
  parameter yellow_delay = red_delay/(green_yellow_ratio+1);
  parameter green_delay = yellow_delay * green_yellow_ratio;
  input [num_of_bit-1:0] State;
  output reg Red, Yellow, Green;
  always @(State) begin
    if (State >= 0 && State < green_delay)
      begin
        Red = 0;
        Yellow = 0;
        Green = 1 ;
      end
    else if (State >= green_delay && State < red_delay)
      begin 
        Red = 0;
        Yellow = 1;
        Green = 0 ;
      end
    else
      begin
        Red = 1 ;
        Yellow = 0 ; 
        Green = 0 ;
      end
end
endmodule
==> metrics.yaml <==
area_leaders: "dfxtp_1 48%, nor2_1 7.9%, ha_1 7.5%"
p_seq_share_pct: 55.7
finalClockSkew_ns: 0.0000578
insertion_delay_ns: 0.25
first_global_vias: 245
unclocked_regs: 1
timing.final.crit_share_pct: 96.4
fmax_mhz: 648
port_buffers: 7
path_class: "reg2out"
p_leak_nw: 0.209
grt_max_degree: 12
gp_congestion: 0.585
drc: 0
drtIter0Drc: 3
critPathTopFamily: "buffers and inverters"
final_layout_size_suffix_gt1_share_pct: 21.4
antenna_found_initial: 0
ys_area_um2: 332
wl_per_cell_um: 6.93
critPathSlowestCell: "clkdlybuf4s50_1"
vias: 241
worstPathCellList: "a21oi_1 > clkdlybuf4s50_1"
status: "finished, final reports clean"
setup_violations: 0
antenna_cells: 0
slew_viol_final: 0
worst-path-buf-inv: 1
p_switching_uw: 91.1
hold_path_class: "reg2reg"
synthCells: 35
tritoncts: "done"
yosysWarnings: 2
routed_wl_um: 610
worst_pin_slew_ns: 0.397
rsz0062_at_grt: "no"
dieHeight_um: 80
end_kind: "primary output"
synth.avg_cell_area_um2: 9.47
htree_levels: 1
rows: 21
grt_pass1_wl_um: 1050
ys_types: 14
clk_pin_slew_worst_paths_ns: 0.05
worstPathRequired_ns: 1.28
grt_overflow: 0
track_usage_pct: 2.06
dp.final_hpwl_um: 451
antenna_left: 0
p_sw_share_pct: 21.7
cts_root_buf: "clkbuf_4"
intPower_uw: 328
dp_slack_ns: 0.279
cts_buffer_depth: 2
coreArea_mm2: 0.00342
ys_ff: 9
cp-start-kind: "flop"
die_w_um: 80
drt-pass1-iter-count: 4
areaGrowthSynthToFinish_pct: 46.8
numCtsBuffers: 3
warning_count: 25
synth_area_um2: 332
fin_crit_ns: 1.54
timing.setup.tns_ns: 0
max_stage_delay_ns: 0.48
setup_ws_ns: 0.0574
peakVddDrop_uv: 450
critPathMaxFanout: 4
fp_util_pct: 9.71
via_per_inst: 2.74
die_area_mm2: 0.00640
placed_area_um2: 447
clkPwrFrac_pct: 34.6
cp.arrival_ns: 1.22
top_area_share_pct: 48.3
maxSlewHeadroom_pct: 73.4
yosys_cells: 35
hold_viol: 0
yosysTopAreaCell: "dfxtp_1"
power_density_mw_per_mm2: 862
boundaryPins: 8
stdcell_area_um2: 487
combPwrFrac_pct: 9.7
worst_hold_slack_ns: 0.453
untimed_endpoints: 1
maxCapViolations: 0
[layer usage]
metal / global-route usage (%) / vias to the layer above / routed length, um
met5: 0 / - / 0
met4: 0.176 / 0 / 0
met3: 2.39 / 0 / 106
met2: 2.25 / 11 / 178
met1: 2.61 / 104 / 326
li1: - / 126 / -
[registers in the layout (all words and copies together) (netlist names)]
signal and cells:
Traffic_light_inst0.counter_inst0.State 4, Traffic_light_inst1.counter_inst0.Buffer 1, Traffic_light_inst1.counter_inst0.State 4
[worst paths after layout]
check | slack [ns] | startpoint | endpoint | cells past startpoint
max reg2reg | 0.72 | Traffic_light_inst0.counter_inst0.State[0] | Traffic_light_inst0.counter_inst0.State[2] | 3
min | 0.45 | Traffic_light_inst0.counter_inst0.State[0] | Traffic_light_inst0.counter_inst0.State[0] | 1
min reg2reg | 0.45 | Traffic_light_inst0.counter_inst0.State[0] | Traffic_light_inst0.counter_inst0.State[0] | 1
max | 0.06 | Traffic_light_inst1.counter_inst0.State[1] | Green_2 | 2
[Yosys cell counts]
master    count
ha_1          2
nand2_1       3
nor2b_1       2
nand3_1       1
nand3_2       1
nor2_1        7
dlxtp_1       1
xor2_1        2
xnor2_1       2
a21oi_1       2
o21ai_2       1
clkbuf_1      2
buf_2         1
dfxtp_1       8
[through the flow]
stage | instances | util, % | power, mW
floorplan | 35 | - | 0.257
global placement | 85 | 13.1 | 0.274
detailed placement | 85 | 13.1 | 0.277
CTS | 88 | 13.7 | 0.427
global route | 88 | 14.2 | 0.457
finish | 88 | 14.2 | 0.420
[power groups by stage]
stage | Combinational, mW | Sequential (mW) | Clock (mW)
final | 0.0408 | 0.234 | 0.145
after global routing | 0.0480 | 0.236 | 0.173
after CTS | 0.0417 | 0.232 | 0.153
[worst register-to-register path: stages, from the launching register on]
cell	delay [ns]
dfxtp_1	0.32
ha_1	0.21
xnor2_1	0.17
nor2_1	0.06
[area by class of cell]
cell class              instances  area, um2
fillers                       400       2930
multi-input cells              23        144
flip-flops and latches          9        185
clock buffers                   3       22.5
repair buffers                  7       77.6
well taps                      46       57.6
[cell usage in the layout, fill, tap and decap left out]
cell	count
clkbuf_4	3
nand3_1	1
nand2_1	3
dfxtp_1	4
a21oi_1	2
dlymetal6s2s_1	3
dlxtp_1	1
xor2_1	2
dfxtp_4	2
nand3_2	1
clkdlybuf4s50_1	4
o21ai_2	1
ha_1	2
nor2_1	7
dfxtp_2	2
xnor2_1	2
nor2b_1	2
[cells by family (layout without fill, tap and decap cells)]
logic type / after synthesis / in the layout / share of synthesized area [%]
AND/OR/NAND/NOR: 14 / 14 / 19.6
flip-flops: 8 / 8 / 48.3
XOR/XNOR: 4 / 4 / 10.6
AND-OR/OR-AND: 3 / 3 / 5.66
buffers and inverters: 3 / 10 / 3.77
adder cells (fa/ha/maj): 2 / 2 / 7.55
latches: 1 / 1 / 4.53
[repair_timing]
item	CTS	global route
buffers inserted	0	0
hold buffers	0	0
endpoints found under the setup margin	0	4
endpoints found under the hold margin	0	0
resized	0	9
Power is estimated from default activity; no workload was simulated.
